==> run.sh <==
#!/bin/bash
# OpenROAD 26Q1-2900-gdf79404cd8, Yosys 0.63+post, stock flow scripts
make -C /OpenROAD-flow-scripts/flow DESIGN_CONFIG=/design/flow/config.mk WORK_HOME=/design/flow/orfs finish
==> config.mk <==
export PLATFORM = sky130hd
export DESIGN_NAME = cpu
export DESIGN_NICKNAME = cpu
export VERILOG_FILES = /design/flow/design.v
export SDC_FILE = /design/flow/constraint.sdc
export NUM_CORES = 4
export LEC_CHECK = 1
export CORE_UTILIZATION = 40
==> constraint.sdc <==
current_design cpu

set clk_period 5.4
set clk_io_pct 0.2

create_clock -name clk0 -period $clk_period [get_ports {clk}]

set non_clock_inputs [all_inputs -no_clocks]
set_input_delay [expr $clk_period * $clk_io_pct] -clock clk0 $non_clock_inputs
set_output_delay [expr $clk_period * $clk_io_pct] -clock clk0 [all_outputs]
==> design.v <==
`timescale 1ns / 1ps
module adder_subtractor_4bit (
    input [3:0] A,      
    input [3:0] B,      
    input Cin,          
    output [3:0] Sum,   
    output Cout         
);
    wire [3:0] B_comp;  
    wire [3:0] carry;   
    assign B_comp = B ^ {4{Cin}};
    full_adder fa0 (.A(A[0]), .B(B_comp[0]), .Cin(Cin),       .Sum(Sum[0]), .Cout(carry[0]));
    full_adder fa1 (.A(A[1]), .B(B_comp[1]), .Cin(carry[0]), .Sum(Sum[1]), .Cout(carry[1]));
    full_adder fa2 (.A(A[2]), .B(B_comp[2]), .Cin(carry[1]), .Sum(Sum[2]), .Cout(carry[2]));
    full_adder fa3 (.A(A[3]), .B(B_comp[3]), .Cin(carry[2]), .Sum(Sum[3]), .Cout(carry[3]));
    assign Cout = carry[3];
endmodule
`timescale 1ns / 1ps
module clock_divider_1hz (
    input clk_in,       
    input reset,        
    output reg clk_out  
);
    reg [25:0] counter;  
    parameter DIVIDE_BY = 50000000;  
    always @(posedge clk_in or posedge reset) begin
        if (reset) begin
            counter <= 26'd0;
            clk_out <= 1'b0;
        end else begin
            if (counter == (DIVIDE_BY - 1)) begin
                counter <= 26'd0;
                clk_out <= ~clk_out;
            end else begin
                counter <= counter + 26'd1;
            end
        end
    end
endmodule
`timescale 1ns / 1ps
module clock_divider_1khz (
    input clk_in,       
    input reset,        
    output reg clk_out  
);
    reg [16:0] counter;  
    parameter DIVIDE_BY = 50000;  
    always @(posedge clk_in or posedge reset) begin
        if (reset) begin
            counter <= 17'd0;
            clk_out <= 1'b0;
        end else begin
            if (counter == (DIVIDE_BY - 1)) begin
                counter <= 17'd0;
                clk_out <= ~clk_out;  
            end else begin
                counter <= counter + 17'd1;
            end
        end
    end
endmodule
`timescale 1ns / 1ps
module cpu (
    input clk,
    input rst,
    input [7:0] instruction,    
    input [3:0] immediate,
    output [6:0] seg,       
    output [3:0] an,         
    output reg Z_flag,          
    output reg C_flag,          
    output reg N_flag           
);
    reg [3:0] alu_in1, alu_in2;
    wire [3:0] alu_result;
    wire alu_carry_out;
    reg alu_sel;                
    reg [3:0] R1,R2;
    reg [3:0] memory [0:15];    
    wire clk_1hz, clk_display;
    adder_subtractor_4bit alu_unit (
        .A(alu_in1),
        .B(alu_in2),
        .Cin(alu_sel),
        .Sum(alu_result),
        .Cout(alu_carry_out)
    );
    clock_divider_1hz clk_div_1hz (
        .clk_in(clk),
        .reset(rst),
        .clk_out(clk_1hz)
    );
        clock_divider_1khz clk_div_display (
            .clk_in(clk),
            .reset(rst),
            .clk_out(clk_display)
        );
      display_controller display_inst (
            .clk(clk_display),
            .rst(rst),
            .A(R1),
            .B(R2),
            .seg(seg),
            .an(an)
        );
    task update_flags;
        input [3:0] result;
        input cout;
        begin
            Z_flag = (result == 4'b0000);   
            C_flag = cout;                  
            N_flag = result[3];             
        end
    endtask
    always @(posedge clk_1hz or posedge rst) begin
        if (rst) begin
            R1 <= 4'b0000;
            R2 <= 4'b0000;
            Z_flag <= 1'b0;
            C_flag <= 1'b0;
            N_flag <= 1'b0;
        end else begin
            case (instruction[7:0])
                8'b0000_0000: begin  
                    R1 <= immediate;
                    update_flags(R1, 1'b0);
                end
                8'b0000_0001: begin  
                    R1 <= R2;
                    update_flags(R1, 1'b0);
                end
                8'b0000_0010: begin  
                    R2 <= R1;
                    update_flags(R2, 1'b0);
                end
                8'b0000_0011: begin  
                    R2 <= immediate;
                    update_flags(R2, 1'b0);
                end
                8'b0000_0101: begin  
                    R1 <= memory[R2];
                    update_flags(R1, 1'b0);
                end
                8'b0000_0110: begin  
                    R2 <= memory[R1];
                    update_flags(R2, 1'b0);
                end
                8'b0000_1001: begin  
                    memory[R2] <= R1;
                end
                8'b0000_1010: begin  
                    memory[R1] <= R2;
                end
                default: begin
                    case (instruction[7:4])
                        4'b0001: begin  
                            alu_sel = 1'b0;  
                            case (instruction[3:0])
                                4'b0001: begin  
                                    alu_in1 = R1;
                                    alu_in2 = R2;
                                    R1 <= alu_result;
                                    update_flags(alu_result, alu_carry_out);
                                end
                                4'b0010: begin  
                                    alu_in1 = R2;
                                    alu_in2 = R1;
                                    R2 <= alu_result;
                                    update_flags(alu_result, alu_carry_out);
                                end
                                4'b0000: begin  
                                    alu_in1 = R1;
                                    alu_in2 = immediate;
                                    R1 <= alu_result;
                                    update_flags(alu_result, alu_carry_out);
                                end
                                4'b0011: begin  
                                    alu_in1 = R2;
                                    alu_in2 = immediate;
                                    R2 <= alu_result;
                                    update_flags(alu_result, alu_carry_out);
                                end
                            endcase
                        end
                        4'b0010: begin  
                            alu_sel = 1'b1;  
                            case (instruction[3:0])
                                4'b0000: begin  
                                    alu_in1 = R1;
                                    alu_in2 = immediate;
                                    R1 <= alu_result;
                                    update_flags(alu_result, alu_carry_out);
                                end
                                4'b0011: begin  
                                    alu_in1 = R2;
                                    alu_in2 = immediate;
                                    R2 <= alu_result;
                                    update_flags(alu_result, alu_carry_out);
                                end
                                4'b0001: begin  
                                    alu_in1 = R1;
                                    alu_in2 = R2;
                                    R1 <= alu_result;
                                    update_flags(alu_result, alu_carry_out);
                                end
                                4'b0010: begin  
                                    alu_in1 = R2;
                                    alu_in2 = R1;
                                    R2 <= alu_result;
                                    update_flags(alu_result, alu_carry_out);
                                end
                            endcase
                        end
                        default: ;  
                    endcase
                end
            endcase
        end
    end
endmodule
`timescale 1ns / 1ps
module display_controller (
    input clk,               
    input rst,
    input [3:0] A,
    input [3:0] B,
    output reg [6:0] seg,
    output reg [3:0] an
);
    reg digit_select;         
    wire [6:0] seg_A, seg_B;  
    seven_seg_decoder decoder_A (
        .binary_in(A),
        .seg_out(seg_A)
    );
    seven_seg_decoder decoder_B (
        .binary_in(B),
        .seg_out(seg_B)
    );
    always @(posedge clk or posedge rst) begin
        if (rst)
            digit_select <= 1'b0;
        else
            digit_select <= ~digit_select;
    end
    always @(*) begin
        if (digit_select == 1'b0) begin
            seg = seg_A;
            an  = 4'b1110;  
        end else begin
            seg = seg_B;
            an  = 4'b1101;  
        end
     end
endmodule
`timescale 1ns / 1ps
module full_adder (
    input A,
    input B,
    input Cin,
    output Sum,
    output Cout
);
    wire A_xor_B, A_and_B, A_xor_B_and_Cin;
    xor (A_xor_B, A, B);
    xor (Sum, A_xor_B, Cin);
    and (A_and_B, A, B);
    and (A_xor_B_and_Cin, A_xor_B, Cin);
    or  (Cout, A_and_B, A_xor_B_and_Cin);
endmodule
module seven_seg_decoder (
    input [3:0] binary_in,    
    output reg [6:0] seg_out  
);
    always @(*) begin
        case (binary_in)
            4'h0: seg_out = 7'b100_0000;  
            4'h1: seg_out = 7'b111_1001;  
            4'h2: seg_out = 7'b010_0100;  
            4'h3: seg_out = 7'b011_0000;  
            4'h4: seg_out = 7'b001_1001;  
            4'h5: seg_out = 7'b001_0010;  
            4'h6: seg_out = 7'b000_0010;  
            4'h7: seg_out = 7'b111_1000;  
            4'h8: seg_out = 7'b000_0000;  
            4'h9: seg_out = 7'b001_1000;  
            4'hA: seg_out = 7'b000_1000;  
            4'hB: seg_out = 7'b000_0011;  
            4'hC: seg_out = 7'b100_0110;  
            4'hD: seg_out = 7'b010_0001;  
            4'hE: seg_out = 7'b000_0110;  
            4'hF: seg_out = 7'b000_1110;  
            default: seg_out = 7'b111_1111;  
        endcase
    end
 endmodule
==> flow_summary_export.csv <==
group,metric,value,unit
routing,ant_nets,0,
clocking,path_clk_slew,0.06,ns
worst_setup_path,path_class,"register to register",
synthesis,synthCells,723,
cells_and_area,fin_util,44.3,%
cells_and_area,seq_area,3620,µm²
sta,fmax,452,MHz
place,hpwl,13400,µm
synthesis,yosys_cells,723,
routing,diodes,0,
routing,top_layer,"met4",
job,maxCapViolations,0,
sta,finalMaxSlewViolations,0,
worst_setup_path,cp_max_fo,10,
synthesis,yosys_warnings,6,
sta,setup_tns,0,ns
cells_and_area,drive_gt1_share,7.50,%
worst_setup_path,r2r-start,"clk_div_display.counter[0]",
grt,grt_overflow,0,
clocking,cts_tree,"yes",
cells_and_area,design_area,7990,µm²
worst_setup_path,worst_setup_path_end_kind,"register",
sta,fin_crit_sh,41.0,%
synthesis,synth_top_flop_cell,"edfxtp_1",
synthesis,ys_seq_share,48.9,%
synthesis,syn_area,7400,µm²
synthesis,synth_cell_types,71,
die,pin_count,28,
grt,grt_pass1_vias,5721,
sta,rsz0062_at_grt,"false",
clocking,clock-root-buffer,"clkbuf_16",
clocking,ctsResizeCount,0,
sta,worst_pin_slew,0.971,ns
routing,met1Wirelength,8350,µm
worst_setup_path,rrSetupSlack,3.19,ns
clocking,clk-insertion-delay-late,0.28,ns
worst_hold_path,min_from,"clk_div_display.clk_out",
die,coreArea,18000,µm²
die,die_x,138,µm
cells_and_area,area_delta_synth_final,7.96,%
synthesis,ys_async_sr_fraction,43.8,%
clocking,cts_htree_levels,2,
grt,antenna_found_initial,0,
cells_and_area,comb_area,3480,µm²
routing,drt-pass1-iter-count,5,
status,outcome,"finished, final reports clean",
sta,setup_viol,0,
routing,drt_iter0_drc,561,
die,fp_util,41.1,%
worst_hold_path,whs_path_depth,1,
routing,dr_wl_met3,1570,µm
grt,grt_max_degree,86,
worst_hold_path,hp-class,"register to register",
sta,finalClockSkew,0.00607,ns
place,gp_congestion,0.923,
synthesis,ys_top_cells_by_area,"edfxtp_1 30%, dfrtp_1 19%, mux2i_1 3.1%",
worst_setup_path,cp.required,5.57,ns
pwr,p_per_area,86.7,nW/µm²
routing,drcViolationCount,0,
die,dieHeight,138,µm
routing,wl_per_cell,20.4,µm
synthesis,synth-edff-count,73,
die,dieArea,19100,µm²
synthesis,ys_area,7400,µm²
sta,unclocked_pins,85,
grt,track_usage,21.4,%
worst_setup_path,r2r-end,"clk_div_display.counter[15]",
clocking,post-cts-setup-buffers,0,
synthesis,yosysMostFrequentCell,"edfxtp_1",
grt,grt_pass1_wl,31400,µm
sta,relSlewSlack,35.3,%
sta,hold_violations,0,
die,row_count,49,
routing,met2_length,8930,µm
worst_setup_path,crit_arrival,2.38,ns
clocking,numCtsBuffers,5,
job,warnings,33,
routing,vias_per_cell,6.14,
synthesis,top_area_cell,"edfxtp_1",
clocking,clock_path_buffers,2,
synthesis,yosysTopAreaCellShare,29.6,%
synthesis,synth-seq-cells,130,
routing,via_count,5831,
synthesis,syn_avg_cell_area,10.2,µm²
pwr,vdd_drop_max,0.000154,V
clocking,postCtsHoldBufs,0,
routing,routed_wl,19400,µm
place,portBuffers,25,
pwr,power.leakage,2.98,nW
sta,unconstrained_endpoints,170,
sta,period_minus_slack,2.21,ns
worst_setup_path,worstRegToRegCells,5,
cells_and_area,fill_cells,1646,
place,place_area,7850,µm²
worst_setup_path,cp-start-kind,"register",
worst_hold_path,worstHoldEndpoint,"clk_div_display.clk_out",
synthesis,common_cells,"73 x edfxtp_1, 61 x nand2_1, 58 x nor2_1",
[how the worst max path moves through the flow]
stage / startpoint / end / slack (ns) / cells after the start
6_report: clk_div_display.counter[0] / clk_div_display.counter[15] / 3.19 / 5
5_1_grt: clk_div_display.counter[0] / clk_div_display.counter[15] / 3.00 / 5
4_1_cts: clk_div_display.counter[0] / clk_div_display.counter[15] / 3.18 / 5
[registers in the layout, indices dropped and copies added (netlist names)]
name / count
Z_flag: 1
C_flag: 1
alu_in1: 4
alu_in2: 4
R2: 4
R1: 4
memory: 64
alu_sel: 1
display_inst.digit_select: 1
clk_div_1hz.counter: 26
clk_div_display.counter: 17
clk_div_1hz.clk_out: 1
clk_div_display.clk_out: 1
N_flag: 1
[kinds of logic (layout without fill, tap and decap cells)]
| logic type | after synthesis | count (layout) | synth area share (%) |
|---|---|---|---|
| other | 1 | 2 | 0.0507 |
| buffers and inverters | 75 | 71 | 4.12 |
| and+or+nand+nor | 250 | 250 | 17.3 |
| adders and majority gates | 15 | 15 | 2.84 |
| AOI/OAI and AO/OA | 175 | 175 | 17.0 |
| xor gates and xnor gates | 45 | 45 | 5.32 |
| DFF | 130 | 130 | 48.9 |
| muxes | 32 | 32 | 4.48 |
[per-layer routing]
metal	track usage, %	up-vias
met5	0	-
met3	5.75	35
met2	32.3	294
li1	-	2690
met1	32.2	2812
met4	5.61	0
[where the power goes]
part,switching [mW],internal [mW],leakage [nW],total [mW]
Clock,0.122,0.172,0.0702,0.294
Sequential,0,0.339,1.42,0.339
Combinational,0.0374,0.0220,1.49,0.0594
Total,0.159,0.533,2.98,0.693
[critical path, stage by stage (launching register included)]
cell and delay [ns]:
dfrtp_1 0.42, ha_1 0.30, nand3_1 0.16, nor4_2 0.79
o21ai_0 0.22, a22o_1 0.21
[layout make-up]
type	count	area share, %
Clock buffer	5	1.57
Timing Repair Buffer	42	4.73
Inverter	21	0.986
Multi-Input combinational cell	519	43.6
Tap cell	229	3.59
Sequential cell	130	45.3
Clock inverter	3	0.266
[cell usage in the layout (no fill, tap or decap), types with 4 or more instances in the layout]
master	n
nor3_1	11
or3_1	4
edfxtp_1	73
a22oi_1	22
a221oi_1	17
xor2_1	26
dfrtp_1	56
nand2_1	61
and4_1	5
nor4_1	6
o22ai_1	18
and3_1	7
xnor2_1	19
a21oi_1	24
a31oi_1	11
a22o_1	8
clkbuf_16	5
mux2_2	9
clkdlybuf4s50_1	25
nor2b_1	11
nand2b_1	5
o21ai_0	30
nor2_1	58
o211ai_1	6
nand4_1	15
buf_4	17
nand3_1	44
ha_1	12
mux2i_1	23
a221oi_2	4
inv_1	19
[stage by stage]
stage          std cells  setup slack, ns  hold WS (ns)  power (mW)
3_3_place_gp         941             3.12         0.453       0.404
3_5_place_dp         941             3.10         0.457       0.405
6_report             949             3.19         0.461       0.693
4_1_cts              949             3.18         0.465       0.699
2_1_floorplan        724             2.85         0.437       0.383
5_1_grt              949             3.00         0.470       0.719
Power is estimated from default activity; no workload was simulated.
